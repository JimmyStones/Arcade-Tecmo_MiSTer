===== /design/flow/design.v =====
module jt5205(
    input                  rst,
    input                  clk,
    input                  cen  ,        
    input         [ 1:0]   sel,         
    input         [ 3:0]   din,
    output signed [11:0]   sound,
    output                 irq,
    output                 vclk_o
);
wire               cen_lo, cen_mid;
wire signed [11:0] raw;
assign irq=cen_lo;  
jt5205_timing u_timing(
    .clk    ( clk       ),
    .cen    ( cen       ),
    .sel    ( sel       ),
    .cen_lo ( cen_lo    ),
    .cen_mid( cen_mid   ),
    .cenb_lo(           ),
    .vclk_o (vclk_o     )
);
jt5205_adpcm u_adpcm(
    .rst    ( rst       ),
    .clk    ( clk       ),
    .cen_lo ( cen_lo    ),
    .cen_hf ( cen       ),
    .din    ( din       ),
    .sound  ( raw       )
);
jt5205_interpol2x u_interpol(
    .rst    ( rst       ),
    .clk    ( clk       ),
    .cen_mid( cen_mid   ),
    .din    ( raw       ),
    .dout   ( sound     )
);
endmodule
module jt5205_adpcm(
    input                      rst,
    input                      clk,
    (* direct_enable *) input  cen_hf,
    (* direct_enable *) input  cen_lo,
    input             [ 3:0]   din,
    output reg signed [11:0]   sound
);
reg [ 5:0] delta_idx, idx_inc;
reg [10:0] delta[0:48];
reg [11:0] dn, qn;
reg        up;
reg [ 2:0] factor;
reg [ 3:0] din_copy;
reg [ 5:0] next_idx;
reg signed [12:0] unlim;
always @(posedge clk, posedge rst) begin
    if( rst ) begin
        factor    <= 3'd0;
        up        <= 1'b0;
        next_idx  <= 6'd0;
        dn        <= 12'd0;
        qn        <= 12'd0;
    end else if(cen_hf) begin
        up <= cen_lo;
        if( up ) begin
            factor   <= din_copy[2:0];
            dn       <= { 1'b0, delta[delta_idx] };
            qn       <= { 1'd0, delta[delta_idx]>>3};
            next_idx <= din_copy[2] ? (delta_idx+idx_inc) : (delta_idx-6'd1);
        end else begin
            if(factor[2]) begin
                qn <= qn + dn;
            end
            dn     <= dn>>1;
            factor <= factor<<1;
            if( next_idx>6'd48)
                next_idx <= din_copy[2] ? 6'd48 : 6'd0;
        end
    end
end
function signed [12:0] extend;
    input signed [11:0] a;
    extend = { a[11], a };
endfunction
always @(*) begin
    unlim = din_copy[3] ? extend(sound) - {1'b0,qn} :
                          extend(sound) + {1'b0,qn};
end
wire signed [12:0] lim_pos =  13'd2047;
wire signed [12:0] lim_neg = -13'd2048;
wire ovp = unlim>lim_pos;
wire ovn = unlim<lim_neg;
always @(posedge clk, posedge rst) begin
    if( rst ) begin
        delta_idx <= 6'd0;
        sound     <= -12'd2;
        din_copy  <= 4'd0;
    end else if(cen_lo) begin
        case( din[1:0] )
            2'd0: idx_inc <= 6'd2;
            2'd1: idx_inc <= 6'd4;
            2'd2: idx_inc <= 6'd6;
            2'd3: idx_inc <= 6'd8;
        endcase
        din_copy  <= din;
        delta_idx <= next_idx;
        sound     <= ovp ? 12'd2047 : ovn ? -12'd2048 : unlim[11:0];
    end
end
initial begin
delta[ 0] = 11'd0016; delta[ 1] = 11'd0017; delta[ 2] = 11'd0019; delta[ 3] = 11'd0021; delta[ 4] = 11'd0023; delta[ 5] = 11'd0025; delta[ 6] = 11'd0028; 
delta[ 7] = 11'd0031; delta[ 8] = 11'd0034; delta[ 9] = 11'd0037; delta[10] = 11'd0041; delta[11] = 11'd0045; delta[12] = 11'd0050; delta[13] = 11'd0055; 
delta[14] = 11'd0060; delta[15] = 11'd0066; delta[16] = 11'd0073; delta[17] = 11'd0080; delta[18] = 11'd0088; delta[19] = 11'd0097; delta[20] = 11'd0107; 
delta[21] = 11'd0118; delta[22] = 11'd0130; delta[23] = 11'd0143; delta[24] = 11'd0157; delta[25] = 11'd0173; delta[26] = 11'd0190; delta[27] = 11'd0209; 
delta[28] = 11'd0230; delta[29] = 11'd0253; delta[30] = 11'd0279; delta[31] = 11'd0307; delta[32] = 11'd0337; delta[33] = 11'd0371; delta[34] = 11'd0408; 
delta[35] = 11'd0449; delta[36] = 11'd0494; delta[37] = 11'd0544; delta[38] = 11'd0598; delta[39] = 11'd0658; delta[40] = 11'd0724; delta[41] = 11'd0796; 
delta[42] = 11'd0876; delta[43] = 11'd0963; delta[44] = 11'd1060; delta[45] = 11'd1166; delta[46] = 11'd1282; delta[47] = 11'd1411; delta[48] = 11'd1552; 
end
endmodule
module jt5205_interpol2x(
    input                      rst,
    input                      clk,
    (* direct_enable *) input  cen_mid,
    input      signed [11:0]   din,
    output reg signed [11:0]   dout
);
reg signed [11:0] last;
always @(posedge clk, posedge rst) begin
    if(rst) begin
        last <= 12'd0;
        dout <= 12'd0;
    end else if(cen_mid) begin
        last <= din;
        dout <= (last>>>1)+(din>>>1);
    end
end
endmodule
module jt5205_timing(
    input             clk,
    (* direct_enable *) input cen,
    input      [ 1:0] sel,         
    output            cen_lo,
    output            cenb_lo,
    output            cen_mid,
    output reg        vclk_o
);
reg [6:0] cnt=7'd0;
reg       pre=1'b0, preb=1'b0;
reg [6:0] lim;
always @(posedge clk) begin
    case(sel)
        2'd0: lim <= 7'd95;
        2'd1: lim <= 7'd63;
        2'd2: lim <= 7'd47;
        2'd3: lim <= 7'd1;
    endcase
end
always @(posedge clk) begin
    if (sel == 2'd3) begin
      cnt <= 7'd0;
      vclk_o <= 1'b0;
    end
    if(cen) begin
        if (sel != 2'd3) cnt <= cnt + 7'd1;
        pre    <= 1'b0;
        preb   <= 1'b0;
        if(cnt==lim) begin
            vclk_o <= 1'b1;
            cnt <= 7'd0;
            pre <= 1'b1;
        end
        if(cnt==(lim>>1)) begin
          preb <=1'b1;
          vclk_o <= 1'b0;
        end
    end
end
assign cen_lo  = pre &cen;
assign cenb_lo = preb&cen;
assign cen_mid = (pre|preb)&cen;
endmodule

===== /design/flow/run.sh =====
#!/bin/bash
# OpenROAD 26Q1-2900-gdf79404cd8, Yosys 0.63+post, stock flow scripts
make -C /OpenROAD-flow-scripts/flow DESIGN_CONFIG=/design/flow/config.mk WORK_HOME=/design/flow/orfs finish

===== /design/flow/config.mk =====
export PLATFORM = sky130hd
export DESIGN_NAME = jt5205
export DESIGN_NICKNAME = jt5205
export VERILOG_FILES = /design/flow/design.v
export SDC_FILE = /design/flow/constraint.sdc
export NUM_CORES = 4
export LEC_CHECK = 1
export CORE_UTILIZATION = 40

===== /design/flow/constraint.sdc =====
current_design jt5205

set clk_period 8.0
set clk_io_pct 0.2

create_clock -name clk0 -period $clk_period [get_ports {clk}]

set non_clock_inputs [all_inputs -no_clocks]
set_input_delay [expr $clk_period * $clk_io_pct] -clock clk0 $non_clock_inputs
set_output_delay [expr $clk_period * $clk_io_pct] -clock clk0 [all_outputs]

==> results_slide.txt <==
Synthesis and Place & Route Summary

Status
  • Run status: complete, no violations

Clock tree
  • Clk root buf: clkbuf_16
  • CTS resizes: 0
  • Clock transition at the registers of the reported paths: 0.06 ns
  • Num CTS Buffers: 9
  • Post-CTS setup buffers: 0
  • CTS H-tree depth: 3
  • CTS Sinks: 95
  • Clk latency late pin: 0.35 ns
  • CTS tree: built
  • CTS Hold Buffers Added: 0
  • Clock buffer depth: 2

Setup path
  • Crit path DAT: 3.41 ns
  • Max FO, Critical Path: 36
  • WP data required: 6.40 ns
  • CP Capture Type: output pin
  • Crit start category: input port
  • Cells on worst reg2reg path: 14
  • Setup CP Type: input port to output pin

GRT
  • Gr ovfl total: 0
  • Largest net degree at the start of global routing: 43
  • Vias in the first global route: 4776
  • GRT Total Usage: 17.4%
  • Antenna violations before repair: 0
  • First-pass GRT wire length: 23000 um

Placement
  • Placed cell area: 6950 um^2
  • IO buf count: 22
  • Detail Placement HPWL: 9880 um
  • GP Congestion: 0.940
  • Pre-CTS setup slack: 3.00 ns

Timing
  • Crit share post-route: 62.6%
  • Worst slew pin tran: 0.840 ns
  • Final-report max-slew violation count: 0
  • Final setup fails: 0
  • Setup ws final: 2.99 ns
  • Final Hold Violation Tally: 0
  • Sum Neg Setup Slack: 0 ns
  • Min Tclk post-route: 5.01 ns
  • F_max: 200 MHz
  • Hold WS: 0.475 ns
  • Max_slew headroom: 44.0%
  • RSZ-0062 raised after global routing: false
  • Clock Skew: 0.00512 ns

Route
  • Pre-antenna DRT Iters: 6
  • Antenna-violating nets left: 0
  • Vias per cell: 5.35
  • Routed vias: 5169
  • DR iter-0 viols: 264
  • Final wirelength: 13500 um
  • DRC viols: 0
  • Post-DR wirelength/cell: 13.9 um
  • ANT cells: 0

Synthesis
  • Post-Synthesis Cells: 734
  • Count leader, synth: nand2_1
  • Dominant cell type by area after synthesis: dfrtp_1
  • Cell Type Count: 78
  • Top area contributor share: 25.8%
  • Chip Area, Yosys: 6510 um^2
  • Synth Seq Share: 36.2%
  • Yosys reg bits: 95
  • Async S/R FF share, synth: 82.1%
  • Cell area after synthesis: 6510 um^2
  • Top area cell types: dfrtp_1 26%, ha_1 10%, o21ai_0 4.6%
  • EDFF count, synth: 5
  • Yosys Instances: 734
  • Post-synth top flop: dfrtp_1
  • Synth cell count leaders: 76 x nand2_1, 67 x dfrtp_1, 66 x nor2_1, 60 x o21ai_0, 53 x ha_1
  • Mapped Avg Cell Area: 8.87 um^2
  • Synth warn: 3

Floorplan
  • Full die area: 16800 um^2
  • Die Span Y: 130 um
  • Core Region: 15900 um^2
  • Ports: 23
  • Die width: 130 um
  • Cell row count: 46
  • FP Util: 41.0%

Pwr
  • Leak pwr: 3.13 nW
  • Tot Pwr: 3.24 mW
  • PwrDens: 447 nW/um^2
  • Worst VDD drop: 0.153 mV

Finish
  • Final Cell Area: 7240 um^2
  • Area Overhead vs Synth: 11.3%
  • Layout cells sized above 1: 10.3%
  • Fillcell total: 1482

Run
  • OpenROAD warning count: 34
  • Max-Cap Viols: 0

Hold path
  • Worst hold path class: register to register
  • Cell depth of the worst min-delay path: 2
==> sequential cells by signal, summed over array words and instances, names as in the netlist, 3 cells and up <==
name	flops
u_interpol.last	11
u_adpcm.next_idx	6
u_adpcm.dn	11
u_adpcm.factor	3
u_adpcm.idx_inc	3
u_adpcm.qn	12
u_adpcm.sound	12
u_timing.cnt	7
u_adpcm.delta_idx	6
u_adpcm.din_copy	4
u_interpol.dout	12
u_timing.lim	4
==> cells in the final DEF (no fill, tap or decap), types with 10 or more instances in the layout <==
master / netlist / routed
nor2_1: 66 / 66
dfxtp_1: 12 / 12
xnor2_1: 27 / 27
a21oi_1: 43 / 43
xor2_1: 14 / 14
a21o_1: 10 / 10
nand3_1: 10 / 10
mux2_2: 19 / 19
dfrtp_1: 67 / 67
dfstp_2: 11 / 11
ha_1: 53 / 53
nand2b_1: 10 / 10
clkdlybuf4s50_1: 0 / 22
inv_1: 37 / 36
nand2_1: 76 / 76
o21ai_1: 16 / 16
o21ai_0: 60 / 59
nor3_1: 18 / 18
==> through the flow <==
stage / utilization, % / instances
after floorplan: - / 734
after global placement: 43.7 / 950
after detailed placement: 43.7 / 950
after CTS: 45.6 / 966
after global routing: 45.6 / 966
final: 45.6 / 966
==> final timing paths <==
kind | to | slack, ns | from
max | irq | 2.99 | cen
min | u_timing.vclk_o | 0.48 | u_timing.vclk_o
max reg2reg | u_adpcm.sound[10] | 4.19 | u_adpcm.qn[1]
min reg2reg | u_timing.vclk_o | 0.48 | u_timing.vclk_o
max in group asynchronous | u_adpcm.dn[5] | 5.40 | rst
min in group asynchronous | u_adpcm.din_copy[0] | 1.66 | rst
==> routing by layer <==
layer,global-route usage [%],share of wire (%),vias up
met5,0,0,-
met2,27.1,46,93
li1,-,-,2636
met1,26.5,48,2418
met4,3.56,2.2,0
met3,2.86,3.7,22
==> cells by family (layout without fill, tap and decap cells) <==
family | after synthesis | after routing | share of synthesized area [%]
simple gates | 228 | 228 | 16.5
fa+ha+maj | 64 | 64 | 12.6
mux | 28 | 28 | 4.86
compound gates | 205 | 205 | 19.8
flops | 95 | 95 | 36.2
buf+inv | 72 | 88 | 4.29
xor+xnor | 42 | 42 | 5.77
==> final cells by class <==
type,count,area [um^2],area share [%]
multi-input cells,567,3880,53.5
well taps,216,270,3.73
inverters,41,155,2.14
repair buffers,31,288,3.97
clock buffers,9,225,3.11
flip-flops and latches,95,2360,32.5
clock inverters,7,72.6,1.00
==> worst max-delay path: stages <==
cell,delay (ns)
clkdlybuf4s50_1,0.45
buf_4,0.35
nand2_1,0.12
inv_1,0.32
clkdlybuf4s50_1,0.54
==> report_power, final <==
group	leakage (nW)	internal, mW	total [mW]	switching, mW
Combinational	1.89	0.925	1.91	0.982
Sequential	1.10	0.679	0.899	0.220
Clock	0.142	0.243	0.432	0.189
Power and IR drop assume default switching activity.
